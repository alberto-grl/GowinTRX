--- flow/run.sh ---
#!/bin/bash
# OpenROAD 26Q1-2900-gdf79404cd8, Yosys 0.63+post, stock flow scripts
make -C /OpenROAD-flow-scripts/flow DESIGN_CONFIG=/design/flow/config.mk WORK_HOME=/design/flow/orfs finish
--- flow/config.mk ---
export PLATFORM = sky130hd
export DESIGN_NAME = SinCos
export DESIGN_NICKNAME = SinCos
export VERILOG_FILES = /design/flow/design.v
export SDC_FILE = /design/flow/constraint.sdc
export NUM_CORES = 4
export LEC_CHECK = 1
export CORE_UTILIZATION = 40
--- flow/constraint.sdc ---
current_design SinCos

set clk_period 7.0
set clk_io_pct 0.2

create_clock -name clk0 -period $clk_period [get_ports {Clock}]

set non_clock_inputs [all_inputs -no_clocks]
set_input_delay [expr $clk_period * $clk_io_pct] -clock clk0 $non_clock_inputs
set_output_delay [expr $clk_period * $clk_io_pct] -clock clk0 [all_outputs]
--- flow/design.v ---
module SinCos (
    input wire        Clock,
    input wire        ClkEn,
    input wire        Reset,
    input wire [9:0]  Theta,    
    output reg [9:0]  Sine,     
    output reg [9:0]  Cosine    
);
wire [1:0] quad = Theta[9:8];        
wire [7:0] phase = Theta[7:0];       
wire [7:0] lut_addr;                 
reg [9:0] lut_value;                
assign lut_addr = (quad == 2'b01 || quad == 2'b11) ? (8'd255 - phase) : phase;
reg [9:0] sin_lut [0:255];
initial begin
        sin_lut[0] = 10'd0;
        sin_lut[1] = 10'd3;
        sin_lut[2] = 10'd6;
        sin_lut[3] = 10'd9;
        sin_lut[4] = 10'd12;
        sin_lut[5] = 10'd15;
        sin_lut[6] = 10'd18;
        sin_lut[7] = 10'd21;
        sin_lut[8] = 10'd25;
        sin_lut[9] = 10'd28;
        sin_lut[10] = 10'd31;
        sin_lut[11] = 10'd34;
        sin_lut[12] = 10'd37;
        sin_lut[13] = 10'd40;
        sin_lut[14] = 10'd43;
        sin_lut[15] = 10'd46;
        sin_lut[16] = 10'd50;
        sin_lut[17] = 10'd53;
        sin_lut[18] = 10'd56;
        sin_lut[19] = 10'd59;
        sin_lut[20] = 10'd62;
        sin_lut[21] = 10'd65;
        sin_lut[22] = 10'd68;
        sin_lut[23] = 10'd71;
        sin_lut[24] = 10'd74;
        sin_lut[25] = 10'd78;
        sin_lut[26] = 10'd81;
        sin_lut[27] = 10'd84;
        sin_lut[28] = 10'd87;
        sin_lut[29] = 10'd90;
        sin_lut[30] = 10'd93;
        sin_lut[31] = 10'd96;
        sin_lut[32] = 10'd99;
        sin_lut[33] = 10'd102;
        sin_lut[34] = 10'd105;
        sin_lut[35] = 10'd108;
        sin_lut[36] = 10'd111;
        sin_lut[37] = 10'd115;
        sin_lut[38] = 10'd118;
        sin_lut[39] = 10'd121;
        sin_lut[40] = 10'd124;
        sin_lut[41] = 10'd127;
        sin_lut[42] = 10'd130;
        sin_lut[43] = 10'd133;
        sin_lut[44] = 10'd136;
        sin_lut[45] = 10'd139;
        sin_lut[46] = 10'd142;
        sin_lut[47] = 10'd145;
        sin_lut[48] = 10'd148;
        sin_lut[49] = 10'd151;
        sin_lut[50] = 10'd154;
        sin_lut[51] = 10'd157;
        sin_lut[52] = 10'd160;
        sin_lut[53] = 10'd163;
        sin_lut[54] = 10'd166;
        sin_lut[55] = 10'd169;
        sin_lut[56] = 10'd172;
        sin_lut[57] = 10'd175;
        sin_lut[58] = 10'd178;
        sin_lut[59] = 10'd180;
        sin_lut[60] = 10'd183;
        sin_lut[61] = 10'd186;
        sin_lut[62] = 10'd189;
        sin_lut[63] = 10'd192;
        sin_lut[64] = 10'd195;
        sin_lut[65] = 10'd198;
        sin_lut[66] = 10'd201;
        sin_lut[67] = 10'd204;
        sin_lut[68] = 10'd207;
        sin_lut[69] = 10'd209;
        sin_lut[70] = 10'd212;
        sin_lut[71] = 10'd215;
        sin_lut[72] = 10'd218;
        sin_lut[73] = 10'd221;
        sin_lut[74] = 10'd224;
        sin_lut[75] = 10'd226;
        sin_lut[76] = 10'd229;
        sin_lut[77] = 10'd232;
        sin_lut[78] = 10'd235;
        sin_lut[79] = 10'd238;
        sin_lut[80] = 10'd240;
        sin_lut[81] = 10'd243;
        sin_lut[82] = 10'd246;
        sin_lut[83] = 10'd249;
        sin_lut[84] = 10'd251;
        sin_lut[85] = 10'd254;
        sin_lut[86] = 10'd257;
        sin_lut[87] = 10'd260;
        sin_lut[88] = 10'd262;
        sin_lut[89] = 10'd265;
        sin_lut[90] = 10'd268;
        sin_lut[91] = 10'd270;
        sin_lut[92] = 10'd273;
        sin_lut[93] = 10'd276;
        sin_lut[94] = 10'd278;
        sin_lut[95] = 10'd281;
        sin_lut[96] = 10'd283;
        sin_lut[97] = 10'd286;
        sin_lut[98] = 10'd289;
        sin_lut[99] = 10'd291;
        sin_lut[100] = 10'd294;
        sin_lut[101] = 10'd296;
        sin_lut[102] = 10'd299;
        sin_lut[103] = 10'd301;
        sin_lut[104] = 10'd304;
        sin_lut[105] = 10'd306;
        sin_lut[106] = 10'd309;
        sin_lut[107] = 10'd311;
        sin_lut[108] = 10'd314;
        sin_lut[109] = 10'd316;
        sin_lut[110] = 10'd319;
        sin_lut[111] = 10'd321;
        sin_lut[112] = 10'd324;
        sin_lut[113] = 10'd326;
        sin_lut[114] = 10'd328;
        sin_lut[115] = 10'd331;
        sin_lut[116] = 10'd333;
        sin_lut[117] = 10'd336;
        sin_lut[118] = 10'd338;
        sin_lut[119] = 10'd340;
        sin_lut[120] = 10'd343;
        sin_lut[121] = 10'd345;
        sin_lut[122] = 10'd347;
        sin_lut[123] = 10'd350;
        sin_lut[124] = 10'd352;
        sin_lut[125] = 10'd354;
        sin_lut[126] = 10'd356;
        sin_lut[127] = 10'd359;
        sin_lut[128] = 10'd361;
        sin_lut[129] = 10'd363;
        sin_lut[130] = 10'd365;
        sin_lut[131] = 10'd367;
        sin_lut[132] = 10'd370;
        sin_lut[133] = 10'd372;
        sin_lut[134] = 10'd374;
        sin_lut[135] = 10'd376;
        sin_lut[136] = 10'd378;
        sin_lut[137] = 10'd380;
        sin_lut[138] = 10'd382;
        sin_lut[139] = 10'd384;
        sin_lut[140] = 10'd386;
        sin_lut[141] = 10'd388;
        sin_lut[142] = 10'd391;
        sin_lut[143] = 10'd393;
        sin_lut[144] = 10'd395;
        sin_lut[145] = 10'd396;
        sin_lut[146] = 10'd398;
        sin_lut[147] = 10'd400;
        sin_lut[148] = 10'd402;
        sin_lut[149] = 10'd404;
        sin_lut[150] = 10'd406;
        sin_lut[151] = 10'd408;
        sin_lut[152] = 10'd410;
        sin_lut[153] = 10'd412;
        sin_lut[154] = 10'd414;
        sin_lut[155] = 10'd415;
        sin_lut[156] = 10'd417;
        sin_lut[157] = 10'd419;
        sin_lut[158] = 10'd421;
        sin_lut[159] = 10'd423;
        sin_lut[160] = 10'd424;
        sin_lut[161] = 10'd426;
        sin_lut[162] = 10'd428;
        sin_lut[163] = 10'd430;
        sin_lut[164] = 10'd431;
        sin_lut[165] = 10'd433;
        sin_lut[166] = 10'd435;
        sin_lut[167] = 10'd436;
        sin_lut[168] = 10'd438;
        sin_lut[169] = 10'd439;
        sin_lut[170] = 10'd441;
        sin_lut[171] = 10'd443;
        sin_lut[172] = 10'd444;
        sin_lut[173] = 10'd446;
        sin_lut[174] = 10'd447;
        sin_lut[175] = 10'd449;
        sin_lut[176] = 10'd450;
        sin_lut[177] = 10'd452;
        sin_lut[178] = 10'd453;
        sin_lut[179] = 10'd455;
        sin_lut[180] = 10'd456;
        sin_lut[181] = 10'd457;
        sin_lut[182] = 10'd459;
        sin_lut[183] = 10'd460;
        sin_lut[184] = 10'd461;
        sin_lut[185] = 10'd463;
        sin_lut[186] = 10'd464;
        sin_lut[187] = 10'd465;
        sin_lut[188] = 10'd467;
        sin_lut[189] = 10'd468;
        sin_lut[190] = 10'd469;
        sin_lut[191] = 10'd470;
        sin_lut[192] = 10'd472;
        sin_lut[193] = 10'd473;
        sin_lut[194] = 10'd474;
        sin_lut[195] = 10'd475;
        sin_lut[196] = 10'd476;
        sin_lut[197] = 10'd477;
        sin_lut[198] = 10'd478;
        sin_lut[199] = 10'd480;
        sin_lut[200] = 10'd481;
        sin_lut[201] = 10'd482;
        sin_lut[202] = 10'd483;
        sin_lut[203] = 10'd484;
        sin_lut[204] = 10'd485;
        sin_lut[205] = 10'd486;
        sin_lut[206] = 10'd487;
        sin_lut[207] = 10'd488;
        sin_lut[208] = 10'd488;
        sin_lut[209] = 10'd489;
        sin_lut[210] = 10'd490;
        sin_lut[211] = 10'd491;
        sin_lut[212] = 10'd492;
        sin_lut[213] = 10'd493;
        sin_lut[214] = 10'd494;
        sin_lut[215] = 10'd494;
        sin_lut[216] = 10'd495;
        sin_lut[217] = 10'd496;
        sin_lut[218] = 10'd497;
        sin_lut[219] = 10'd497;
        sin_lut[220] = 10'd498;
        sin_lut[221] = 10'd499;
        sin_lut[222] = 10'd499;
        sin_lut[223] = 10'd500;
        sin_lut[224] = 10'd501;
        sin_lut[225] = 10'd501;
        sin_lut[226] = 10'd502;
        sin_lut[227] = 10'd502;
        sin_lut[228] = 10'd503;
        sin_lut[229] = 10'd504;
        sin_lut[230] = 10'd504;
        sin_lut[231] = 10'd504;
        sin_lut[232] = 10'd505;
        sin_lut[233] = 10'd505;
        sin_lut[234] = 10'd506;
        sin_lut[235] = 10'd506;
        sin_lut[236] = 10'd507;
        sin_lut[237] = 10'd507;
        sin_lut[238] = 10'd507;
        sin_lut[239] = 10'd508;
        sin_lut[240] = 10'd508;
        sin_lut[241] = 10'd508;
        sin_lut[242] = 10'd509;
        sin_lut[243] = 10'd509;
        sin_lut[244] = 10'd509;
        sin_lut[245] = 10'd509;
        sin_lut[246] = 10'd510;
        sin_lut[247] = 10'd510;
        sin_lut[248] = 10'd510;
        sin_lut[249] = 10'd510;
        sin_lut[250] = 10'd510;
        sin_lut[251] = 10'd510;
        sin_lut[252] = 10'd510;
        sin_lut[253] = 10'd510;
        sin_lut[254] = 10'd510;
        sin_lut[255] = 10'd510;
end
always @(posedge Clock) begin
    if (ClkEn) lut_value <= sin_lut[lut_addr];
end
wire [9:0] sin_raw = lut_value;
wire [9:0] cos_raw = sin_lut[8'd255 - lut_addr];
always @(posedge Clock) begin
    if (Reset) begin
        Sine   <= 10'd0;
        Cosine <= 10'd511;  
    end
    else if (ClkEn) begin
        case (quad)
            2'b00: Sine <=  sin_raw;        
            2'b01: Sine <=  sin_raw;        
            2'b10: Sine <= -sin_raw;        
            2'b11: Sine <= -sin_raw;        
        endcase
        case (quad)
            2'b00: Cosine <=  cos_raw;      
            2'b01: Cosine <= -cos_raw;      
            2'b10: Cosine <= -cos_raw;      
            2'b11: Cosine <=  cos_raw;      
        endcase
    end
end
endmodule
==> flow_summary.json <==
{
  "ys_cells": 1269,
  "crit_path_start_kind": "input port",
  "max_slew.worst_pin.slew_ns": 0.949,
  "placeableCoreArea_um2": 19000,
  "cts_tree": "yes",
  "post_route_cells_drive_above_1_share_pct": 9.73,
  "holdCritStartpoint": "Cosine[4]",
  "placement.cell_area_um2": 8190,
  "postSynthRegisterBits": 29,
  "synth_sequential_area_ratio_pct": 8.53,
  "irDropWorstVdd_mv": 0.110,
  "route.final.wire_length_mm": 51.5,
  "dr_total_vias": 11419,
  "synth_top_flop_cell": "sky130_fd_sc_hd__dfxtp_1",
  "die_height_um": 142,
  "insertion_delay_ns": 0.27,
  "min_to": "Cosine[4]",
  "fin_area_um2": 8360,
  "finalCritPeriodShare_pct": 81.0,
  "grt_pass1_wl_mm": 73.5,
  "synth_async_sr_flop_share_pct": 0,
  "relSlewSlack_pct": 36.2,
  "worst_r2r_path_depth": 4,
  "antenna_found_initial": 1,
  "route.detailed.drc": 0,
  "hold_path_class": "flip-flop to flip-flop",
  "setup_repair_after_global_routing_missed_its_margin": "false",
  "leakage_uw": 0.00279,
  "final_util_pct": 44.1,
  "port_buffers": 32,
  "yosysTopAreaCell": "sky130_fd_sc_hd__o21ai_0",
  "detail_route.first_pass.iterations": 7,
  "via_density_per_instance": 7.81,
  "syn_avg_cell_area_um2": 6.19,
  "crit_path_end_kind": "flip-flop",
  "path_class": "input port to flip-flop",
  "ios": 33,
  "clock-root-buffer": "sky130_fd_sc_hd__clkbuf_16",
  "warnings": 27,
  "synth_top_area_share_pct": 10.6,
  "tritoncts.num_buffers": 5,
  "post_cts_setup_buffers": 0,
  "crit-reg2reg-capture": "Sine[1]",
  "finalSetupViolCount": 0,
  "rows": 50,
  "cts-resized-gates": 0,
  "grt_pass1_vias": 10393,
  "yosys.stat.chipArea_um2": 7860,
  "dp_slack_ns": 1.22,
  "skew_ns": 0.00229,
  "critPathRequiredTime_ns": 7.20,
  "worst_r2r_startpoint": "lut_value[0]",
  "number_of_max_slew_violations_in_the_final_report": 0,
  "postCtsHoldBufs": 0,
  "period_minus_slack_ns": 5.67,
  "track_usage_pct": 51.8,
  "clk_pin_slew_ns": 0.05,
  "cts_htree_levels": 2,
  "chip_area_um2": 20200,
  "wl_per_cell_um": 35.2,
  "cap_viol_max_count": 0,
  "synth.cell_area_um2": 7860,
  "most_common_cell": "sky130_fd_sc_hd__o21ai_0",
  "setup_slack_ns": 1.33,
  "antenna-diode-count": 0,
  "regToRegSetupSlack_ns": 5.44,
  "edf_count": 9,
  "area_growth_pct": 6.32,
  "yosys_warnings": 1,
  "synthTopCellsByArea": "sky130_fd_sc_hd__o21ai_0 (11%), sky130_fd_sc_hd__a21oi_1 (10%), sky130_fd_sc_hd__nor2_1 (5.6%), sky130_fd_sc_hd__dfxtp_1 (5.1%), sky130_fd_sc_hd__nand2_1 (5.0%)",
  "final.setup.tns_ns": 0,
  "tritoncts_num_sinks": 29,
  "status": "complete, no violations",
  "gp_routability_congestion": 1.09,
  "synth.distinct_cells": 94,
  "worstPathArrival_ns": 5.87,
  "timing.hold.worst_path_depth": 2,
  "cts-root-to-sink-buffers": 2,
  "grt.overflow.total": 0,
  "largest_net_degree_at_the_start_of_global_routing": 74,
  "die_x_um": 142,
  "fin_total_pwr_uw": 1270,
  "netlist_top_cells_count": "sky130_fd_sc_hd__o21ai_0 (167), sky130_fd_sc_hd__a21oi_1 (162), sky130_fd_sc_hd__nor2_1 (118)",
  "power-per-cell-area_nw_per_um2": 152,
  "starting_drt_drc_count": 2103,
  "max_freq_mhz": 176,
  "syn-instance-count": 1269,
  "timing.critical_path.fanout_max": 26,
  "core_util_floorplan_pct": 41.5,
  "finalHoldViolCount": 0,
  "antenna_violating_nets_post_route": 0,
  "place_hpwl_mm": 35.5
}
-- per-layer routing --
metal  wire length [um]  part of all wire (%)  vias up  GRT usage (%)
met5                 10                 0.019        -              0
met4               4960                   9.6        2           36.1
met3               8690                    17      350           23.3
met2              20100                    39     1168           72.5
met1              17800                    35     5197           62.9
li1                   -                     -     4702              -
-- power breakdown --
part,internal (uW),switching [uW],total (uW),leakage [uW]
logic,254,567,821,0.00245
registers,199,14.5,214,0.000254
clock network,166,69.5,236,0.0000785
-- critical path, stage by stage --
cell and delay, ns:
sky130_fd_sc_hd__clkdlybuf4s50_1 0.51, sky130_fd_sc_hd__ha_2 0.61, sky130_fd_sc_hd__buf_4 0.41, sky130_fd_sc_hd__o21a_1 0.62, sky130_fd_sc_hd__nor2_1 0.26, sky130_fd_sc_hd__a2111oi_0 0.48
sky130_fd_sc_hd__a211o_1 0.17, sky130_fd_sc_hd__o2111ai_1 0.13, sky130_fd_sc_hd__o2bb2ai_1 0.28, sky130_fd_sc_hd__inv_1 0.11, sky130_fd_sc_hd__ha_1 0.16, sky130_fd_sc_hd__nor3b_2 0.26
sky130_fd_sc_hd__a31oi_1 0.14, sky130_fd_sc_hd__xor2_1 0.17, sky130_fd_sc_hd__a21oi_1 0.14
-- cell type report --
cell class	instances	area, um^2
clock buffers	6	129
fillers	2018	10600
multi-input cells	1062	6400
flip-flops and latches	29	671
clock inverters	2	33.8
inverters	15	56.3
well taps	260	325
repair buffers	89	741
-- state kept, by name, indices dropped and copies added (netlist names) --
signal     count
Cosine        10
Sine          10
lut_value      9
-- kinds of logic after synthesis --
logic type      after synthesis  synth area share [%]
xor+xnor                     19                  2.12
simple gates                403                  25.9
flops                        29                  8.53
mux                          14                  1.88
fa+ha+maj                     6                 0.923
buf+inv                     178                  10.3
compound gates              620                  50.4
-- cells in the final DEF (no fill, tap or decap), types with 14 or more instances in the layout --
master                            netlist  layout
sky130_fd_sc_hd__a211oi_1              32      32
sky130_fd_sc_hd__a21oi_1              162     162
sky130_fd_sc_hd__a221oi_1              23      23
sky130_fd_sc_hd__a31oi_1               24      24
sky130_fd_sc_hd__buf_4                  8      60
sky130_fd_sc_hd__clkdlybuf4s50_1        0      26
sky130_fd_sc_hd__dfxtp_1               20      20
sky130_fd_sc_hd__nand2_1              104     104
sky130_fd_sc_hd__nand2b_1              18      18
sky130_fd_sc_hd__nand3_1               14      14
sky130_fd_sc_hd__nor2_1               118     117
sky130_fd_sc_hd__nor2b_1               15      15
sky130_fd_sc_hd__nor3_1                44      44
sky130_fd_sc_hd__o21ai_0              167     167
sky130_fd_sc_hd__o221ai_1              14      14
sky130_fd_sc_hd__o22ai_1               35      35
sky130_fd_sc_hd__o31ai_1               16      16
sky130_fd_sc_hd__xnor2_1               17      16
-- stage by stage --
step	hold WS (ns)	cells
after CTS	0.472	1463
after detailed placement	0.461	1455
after floorplan	0.417	1269
after global placement	0.459	1455
final	0.469	1463
after global routing	0.500	1463
-- worst max-delay path by stage --
stage	startpoint	to	slack, ns
4_1_cts	Theta[8]	Cosine[8]	1.51
6_report	Theta[8]	Cosine[8]	1.33
5_1_grt	Theta[8]	Cosine[8]	1.10
Power is estimated from default activity; no workload was simulated.
