==> design/flow/config.mk <==
export PLATFORM = sky130hd
export DESIGN_NAME = Hilbert
export DESIGN_NICKNAME = Hilbert
export VERILOG_FILES = /design/flow/design.v
export SDC_FILE = /design/flow/constraint.sdc
export NUM_CORES = 4
export LEC_CHECK = 1
export CORE_UTILIZATION = 30
==> design/flow/constraint.sdc <==
current_design Hilbert

set clk_period 274.0
set clk_io_pct 0.2

create_clock -name clk0 -period $clk_period [get_ports {clk}]

set non_clock_inputs [all_inputs -no_clocks]
set_input_delay [expr $clk_period * $clk_io_pct] -clock clk0 $non_clock_inputs
set_output_delay [expr $clk_period * $clk_io_pct] -clock clk0 [all_outputs]
==> design/flow/design.v <==
module Hilbert (
 input  clk  ,
 input  data_ready  ,
 input  [31:0] Q_in,
 input  [31:0] I_in,
 output reg signed [31:0] Q_out,
 output reg signed [31:0] I_out
 );
integer TAPS;
integer TAPS_D;
parameter COEFF_WIDTH = 13;
parameter DATA_WIDTH = 32;
parameter N = 55;     
parameter DELAY_TAPS = 28;
reg signed [COEFF_WIDTH-1:0] k[0:N/2-1];
reg signed [DATA_WIDTH-1:0] v_Q[0:N-1];
reg signed [DATA_WIDTH-1:0] v_I[0:DELAY_TAPS ];
reg signed [DATA_WIDTH + COEFF_WIDTH + 2:0] sum[0:N/2-1];
reg signed [DATA_WIDTH+5+COEFF_WIDTH:0] mac_result;
reg [7:0] tap_counter;
initial begin
   k[0] = 8 ;
   k[1] = 10 ;
   k[2] = 15 ;
   k[3] = 23 ;
   k[4] = 36 ;
   k[5] = 55 ;
   k[6] = 80 ;
   k[7] = 114 ;
   k[8] = 159 ;
   k[9] = 223 ;
   k[10] = 319 ;
   k[11] = 482 ;
   k[12] = 845 ;
   k[13] = 2599 ;
end
always @(posedge clk)
 begin
              if (tap_counter < N/4+1) begin
                 mac_result <= mac_result + (sum[tap_counter]);
                 tap_counter <= tap_counter + 1;
             end
   if ((data_ready) && (tap_counter >= N/4+1))
       begin
                 Q_out <= mac_result[DATA_WIDTH + COEFF_WIDTH-2:COEFF_WIDTH-1];  
                 I_out <= v_I[0];
                 mac_result <= 0;
                 tap_counter <= 0;
        sum[0] <= (v_Q[0] - v_Q[54]) * k[0] ;
        sum[1] <= (v_Q[2] - v_Q[52]) * k[1] ;
        sum[2] <= (v_Q[4] - v_Q[50]) * k[2] ;
        sum[3] <= (v_Q[6] - v_Q[48]) * k[3] ;
        sum[4] <= (v_Q[8] - v_Q[46]) * k[4] ;
        sum[5] <= (v_Q[10] - v_Q[44]) * k[5] ;
        sum[6] <= (v_Q[12] - v_Q[42]) * k[6] ;
        sum[7] <= (v_Q[14] - v_Q[40]) * k[7] ;
        sum[8] <= (v_Q[16] - v_Q[38]) * k[8] ;
        sum[9] <= (v_Q[18] - v_Q[36]) * k[9] ;
        sum[10] <= (v_Q[20] - v_Q[34]) * k[10] ;
        sum[11] <= (v_Q[22] - v_Q[32]) * k[11] ;
        sum[12] <= (v_Q[24] - v_Q[30]) * k[12] ;
        sum[13] <= (v_Q[26] - v_Q[28]) * k[13] ;
 for (TAPS = 0 ; TAPS < N-1; TAPS = TAPS + 1) begin
                    v_Q[TAPS] <= v_Q[TAPS+1];
                 end
                 v_Q[N-1] <= Q_in;
 for (TAPS_D = 0 ; TAPS_D < DELAY_TAPS; TAPS_D = TAPS_D + 1) begin
                    v_I[TAPS_D] <= v_I[TAPS_D+1];
                 end
                 v_I[DELAY_TAPS] <= I_in;
      end
   end
endmodule
==> design/flow/run.sh <==
#!/bin/bash
# OpenROAD 26Q1-2900-gdf79404cd8, Yosys 0.63+post, stock flow scripts
make -C /OpenROAD-flow-scripts/flow DESIGN_CONFIG=/design/flow/config.mk WORK_HOME=/design/flow/orfs finish
==> flow_metrics.env <==
# implementation run metrics
export IMPL_muxShareOfSynthArea_pct=0.0873
export IMPL_cts_setup_buffers=0
export IMPL_synthCells=14935
export IMPL_drt_iter0_drc=5821
export IMPL_clkLatencyLatePin_ns=1.02
export IMPL_dieArea_sq_um=658000
export IMPL_async_reset_ff_share_pct=0
export IMPL_ys_seq_share_pct=51.7
export IMPL_synth_main_ff_cell="edfxtp_1"
export IMPL_grt_first_pass_wirelength_um=700000
export IMPL_worstSetupPathType="in -> reg"
export IMPL_path_cells="clkdlybuf4s50_1 -> a21boi_4 -> buf_4 -> buf_4 -> buf_4 -> buf_4 -> buf_4 -> buf_4 -> buf_4 -> buf_4 -> buf_12"
export IMPL_rows=296
export IMPL_yosys_area_sq_um=196000
export IMPL_fmax_mhz=16.3
export IMPL_hold_viol_final=0
export IMPL_cts_buffers=368
export IMPL_crit_family="buffers and inverters"
export IMPL_placed_cell_area_sq_um=210000
export IMPL_yosys_cells=14935
export IMPL_die_w_um=811
export IMPL_fin_crit_ns=61.37
export IMPL_top_cell_area_share_pct=51.2
export IMPL_worstPathArrival_ns=62.01
export IMPL_syn_avg_cell_area_sq_um=13.1
export IMPL_place_congestion=0.948
export IMPL_hp_class="reg -> reg"
export IMPL_routed_via_density=4.60
export IMPL_cp_required_ns=274.64
export IMPL_slew_headroom_pct=24.6
export IMPL_setup_violations=0
export IMPL_synthDistinctLibCells=107
export IMPL_worst_pin_slew_ns=1.12
export IMPL_hpwl_um=365000
export IMPL_critPathMaxStageDelay_ns=0.77
export IMPL_cts_tree="done"
export IMPL_drive_above_1_share_pct=5.63
export IMPL_most_common_layout_cells="3348 x edfxtp_1, 2678 x inv_1, 2279 x ha_1"
export IMPL_fillers=62175
export IMPL_synth_top_cell_by_area="edfxtp_1"
export IMPL_ys_flops=3400
export IMPL_vias=112652
export IMPL_rsz0062_at_grt="no"
export IMPL_antenna_found_initial=18
export IMPL_status="finished, final reports clean"
export IMPL_critPathSlowestCell="buf_4"
export IMPL_ys_sh_adder_pct=25.1
export IMPL_lay_top_count="edfxtp_1"
export IMPL_synth_simple_area_share_pct=4.55
export IMPL_synth_edff_count=3348
export IMPL_yosys_area_share_xor_xnor_pct=4.22
export IMPL_core_area_sq_um=651000
export IMPL_cts_buffer_depth=4
export IMPL_fin_crit_sh_pct=22.4
export IMPL_aoi_share_pct=8.94
export IMPL_ctsHoldBuffers=0
export IMPL_path_common_cell="buf_4"
export IMPL_io_buffers=129
export IMPL_grt_use_total_pct=15.0
export IMPL_grt_pass1_vias=117425
export IMPL_cts_max_level=5
export IMPL_syn2layout_area_growth_pct=13.2
export IMPL_ctsResizeCount=0
export IMPL_warning_count=122
export IMPL_grt_start_max_net_pins=138
export IMPL_cp_max_fo=128
export IMPL_clkSlewWorstSetupHoldPaths_ns=0.06
export IMPL_wl_um=470000
export IMPL_topCombFamilyByArea="adder cells"
export IMPL_cts_sinks=3400
export IMPL_finish_instance_area_sq_um=222000
export IMPL_crit_path_start_kind="input pin"
export IMPL_wl_per_cell_um=19.2
export IMPL_clock_root_buffer="clkbuf_16"
export IMPL_gr_total_overflow=0
export IMPL_drv_cap=0
export IMPL_slew_violations=0
export IMPL_drt_pass1_iter_count=10
export IMPL_initCoreUtil_pct=30.2
export IMPL_netlist_area_sq_um=196000
export IMPL_critPathBufInv=10
export IMPL_yosys_warnings=628
export IMPL_dpl_worst_slack_ns=211.58
export IMPL_fin_worst_skew_ns=0.0733
export IMPL_area_leaders="edfxtp_1 51%, ha_1 15%, fa_1 11%"
export IMPL_ios=130
export IMPL_ant_nets=0
export IMPL_finalSetupTns_ns=0
export IMPL_die_h_um=811
export IMPL_route_detailed_drc=0
export IMPL_endpoint_kind="register"
export IMPL_setup_slack_ns=212.63
-- flip-flops by register name, summed over array words and instances (netlist names) --
signal	flops
v_I	928
v_Q	1760
mac_result	44
Q_out	32
tap_counter	8
sum	596
I_out	32
-- synthesized netlist by cell type (133+ instances only) --
| master | n |
|---|---|
| inv_1 | 2678 |
| o21a_1 | 133 |
| xnor2_1 | 663 |
| nand2_1 | 407 |
| ha_1 | 2279 |
| o21ai_0 | 396 |
| fa_1 | 1038 |
| nor2_1 | 544 |
| nand2b_1 | 149 |
| edfxtp_1 | 3348 |
| xor2_1 | 269 |
| nor3_1 | 148 |
| nor2b_1 | 157 |
| a21o_1 | 422 |
| a21oi_1 | 762 |
-- worst paths after layout --
| check | cells past startpoint | start | slack, ns | end |
|---|---|---|---|---|
| max | 11 | data_ready | 212.63 | v_I[27][25]$_DFFE_PP_ |
| min | 0 | v_Q[31][23]$_DFFE_PP_ | 0.36 | v_Q[30][23]$_DFFE_PP_ |
| max reg2reg | 35 | v_Q[16][0]$_DFFE_PP_ | 263.40 | sum[8][40]$_DFFE_PP_ |
| min reg2reg | 0 | v_Q[31][23]$_DFFE_PP_ | 0.36 | v_Q[30][23]$_DFFE_PP_ |
-- logic make-up after synthesis --
logic type | Yosys count
AND-OR/OR-AND | 2633
XOR/XNOR | 939
adder cells (fa/ha/maj) | 3322
buffers and inverters | 2787
flip-flops | 3400
multiplexers | 17
AND/OR/NAND/NOR | 1837
-- per-layer routing --
layer / vias up / GRT usage [%] / wire [um]
met3: 711 / 8.74 / 62500
met4: 14 / 3.90 / 15200
met1: 54969 / 18.4 / 178000
met5: - / 0.285 / 326
li1: 53983 / - / -
met2: 2975 / 23.2 / 215000
-- layout make-up --
| cell class | count | area, sq um | area share, % |
|---|---|---|---|
| clock inverter | 233 | 2550 | 1.15 |
| antenna | 3 | 7.51 | 0.00338 |
| timing repair buffer | 356 | 3050 | 1.37 |
| multi-input combinational | 8748 | 84400 | 38.0 |
| sequential | 3400 | 102000 | 45.7 |
| tap | 8642 | 10800 | 4.87 |
| clock buffer | 448 | 9760 | 4.39 |
| inverter | 2683 | 10100 | 4.53 |
-- worst register-to-register path: cells and delay by family, from the launching register on --
family | cells | cell delay, ns
buf+inv | 4 | 0.22
xor+xnor | 2 | 0.77
flops | 1 | 0.40
compound gates | 17 | 4.80
fa+ha+maj | 7 | 2.78
simple gates | 5 | 1.34
-- metrics by stage --
step	hold WS, ns	util (%)	instances
3_3_place_gp	0.400	32.3	23829
5_1_grt	0.380	34.2	24511
2_1_floorplan	0.400	-	14935
6_report	0.364	34.2	24513
4_1_cts	0.356	34.2	24510
3_5_place_dp	0.405	32.3	23829
